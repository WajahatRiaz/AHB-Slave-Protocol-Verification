## /design/flow/config.mk

```make
export PLATFORM = sky130hd
export DESIGN_NAME = amba_ahb_slave
export DESIGN_NICKNAME = amba_ahb_slave
export VERILOG_FILES = /design/flow/design.v
export SDC_FILE = /design/flow/constraint.sdc
export NUM_CORES = 4
export LEC_CHECK = 1
export CORE_UTILIZATION = 40
```

## /design/flow/constraint.sdc

```tcl
current_design amba_ahb_slave

set clk_period 9.4
set clk_io_pct 0.2

create_clock -name clk0 -period $clk_period [get_ports {hclk}]

set non_clock_inputs [all_inputs -no_clocks]
set_input_delay [expr $clk_period * $clk_io_pct] -clock clk0 $non_clock_inputs
set_output_delay [expr $clk_period * $clk_io_pct] -clock clk0 [all_outputs]
```

## /design/flow/design.v

```verilog
module amba_ahb_slave #(
  parameter AW = 32,     
  parameter DW = 32,     
  parameter DE = "BIG",     
  parameter RW = 1,     
  parameter MS = 1024,   
  parameter AM = {10{1'b1}},   
  parameter LW_NS = 0,   
  parameter LW_S  = 0,   
  parameter LR_NS = 0,   
  parameter LR_S  = 0    
)(
  input  wire          hclk,      
  input  wire          hresetn,   
  input  wire          hsel,      
  input  wire [AW-1:0] haddr,     
  input  wire    [1:0] htrans,    
  input  wire          hwrite,    
  input  wire    [2:0] hsize,     
  input  wire    [2:0] hburst,    
  input  wire    [3:0] hprot,     
  input  wire [DW-1:0] hwdata,    
  output wire [DW-1:0] hrdata,    
  output reg           hready,    
  output reg  [RW-1:0] hresp,     
  input  wor           error      
);
localparam SW = DW/8;   
wor           error_req;
assign error_req = 1'b0;
assign error_req = error;           
wire [32-1:0] delay;     
wire [32-1:0] cnt_t;     
reg  [32-1:0] cnt_t_r;   
reg           hsel_r;
reg  [AW-1:0] haddr_r;
reg     [1:0] htrans_r;
reg           hwrite_r;
reg     [2:0] hsize_r;
reg     [2:0] hburst_r;
reg     [2:0] hprot_r;
reg     [7:0] mem [0:MS-1];
genvar i;
wire    [7:0] bytes;
wire [DW-1:0] wdata;     
wire [DW-1:0] rdata;     
wire          trn;       
wire          trn_req;   
wire          trn_ack;   
always @(negedge hresetn, posedge hclk)
if (~hresetn) begin
  htrans_r <= 2'b00;
  for(int i=0;i<256;i++) mem[i]=i;
end else if (hready) begin
  hsel_r   <= hsel;
  haddr_r  <= haddr;
  htrans_r <= htrans;
  hwrite_r <= hwrite;
  hsize_r  <= hsize;
  hburst_r <= hburst;
  hprot_r  <= hprot;
end
always @(negedge hresetn, posedge hclk)
if (~hresetn) begin
  cnt_t_r <= 0;
  hready  <= 1'b1;
  hresp   <= 1'b0;
end else begin
  cnt_t_r <= cnt_t;
  if (error) begin
    if (hready) begin
      if ((htrans == 2'b00) | (htrans == 2'b01)) begin
        hresp   <= 1'b0;
        hready  <= 1'b1;
      end
      if ((htrans == 2'b10) | (htrans == 2'b11)) begin
        hresp   <= (cnt_t == 0) ? 1'b1 : 1'b0;
        hready  <= 1'b0;
      end
    end else begin
      if ((htrans_r == 2'b10) | (htrans_r == 2'b11)) begin
        if (hresp == 1'b0) begin
          hresp   <= (cnt_t == 0) ? 1'b1 : 1'b0;
        end else begin
          hready  <= 1'b1;
        end
      end
    end
  end else begin
    hresp   <= 1'b0;
    hready  <= (cnt_t == 0);
  end
end
assign delay = htrans[0] ? (hwrite ? LW_S  : LR_S )
                         : (hwrite ? LW_NS : LR_NS);
assign cnt_t = hready ? (htrans[1] & hsel ? delay
                                          : 0)
                      : cnt_t_r - 1;
assign trn_req = ((htrans_r == 2'b10) | (htrans_r == 2'b11)) & hsel_r;
assign trn_ack = hready;
assign trn     = trn_req & trn_ack;
assign bytes = 1 << hsize_r;
generate
  for (i=0; i<SW; i=i+1) begin
    if (DE == "BIG") begin
    end else if (DE == "LITTLE") begin
    end
  end
        assign  wdata  =  hwdata ;
        assign  hrdata =  rdata ;
endgenerate
generate
  for (i=0; i<SW; i=i+1) begin
    always @(posedge hclk) begin
      if (trn & (hresp == 1'b0) & hwrite_r) begin
        if (((haddr_r&AM)%SW <= i) & (i < ((haddr_r&AM)%SW + bytes)))  mem [(haddr_r&AM)/SW*SW+i] <= wdata [8*i+:8];
      end
    end
  end
endgenerate
generate
  for (i=0; i<SW; i=i+1) begin
    assign rdata [8*i+:8] = ((trn & (hresp == 1'b0) & ~hwrite_r) & ((haddr_r&AM)%SW <= i) & (i < ((haddr_r&AM)%SW + bytes))) ? mem [(haddr_r&AM)/SW*SW+i] : 8'hxx;
  end
endgenerate
endmodule
```

## /design/flow/run.sh

```bash
#!/bin/bash
# OpenROAD 26Q1-2900-gdf79404cd8, Yosys 0.63+post, stock flow scripts
make -C /OpenROAD-flow-scripts/flow DESIGN_CONFIG=/design/flow/config.mk WORK_HOME=/design/flow/orfs finish
```

==> results_dict.tcl <==
# yosys + openroad results
set metrics [dict create \
    outcome "finished, final reports clean" \
    synth_chip_area_mm2 0.00239 \
    die-area_mm2 0.00628 \
    enable_flop_cells 8 \
    setup.worst_path.end_class "primary output" \
    htree_num_levels 2 \
    seq_area_frac_synth 0.468 \
    synthToLayoutAreaGrowth_pct 17.8 \
    core-area_mm2 0.00564 \
    largest_net_degree_at_the_start_of_global_routing 39 \
    total_leakage_power_nw 1.06 \
    nFillCells 525 \
    floorplan.rows 27 \
    post-route-util 0.499 \
    combGateArea_mm2 0.00107 \
    grt_antenna_before_repair 0 \
    ff_latch_area_mm2 0.00112 \
    worst-endpoint-arrival_ns 1.90 \
    dr.first_iter.drc_count 83 \
    clockBufferDepth 2 \
    place_ws_ns 5.87 \
    finalWorstSetupSlack_ns 5.62 \
    gp_congestion 0.870 \
    max_slew.worst_pin.slew_ns 0.686 \
    synth_area_per_cell_um2 10.2 \
    crit_family "simple AND/OR/NAND/NOR gates" \
    timing.critical_path.from_type "flip-flop" \
    synthesis.area_mm2 0.00239 \
    stage_log_warnings 94 \
    routed_wirelength_mm 4.54 \
    num_vias 1717 \
    cts_hold_buf 0 \
    boundaryPins 115 \
    post_cts_buffers 0 \
    fmaxAchievable_mhz 264 \
    synth.lib_cells_used.distinct 43 \
    postSynth.asyncResetShare 0.814 \
    final-max-slew-violation-count 0 \
    dpl_cell_area_mm2 0.00273 \
    finalClockPeriodUsage 0.402 \
    worst_skew_pair_latency_ns 0.30 \
    cp_num_buf_inv 1 \
    drcViolationCount 0 \
    grt_pass1_vias 1612 \
    tritoncts.num_buffers 5 \
    power_per_cell_area_mw_per_mm2 207 \
    die_height_um 79.3 \
    die_width_um 79.3 \
    clock_sink_count 43 \
    vias_per_cell 5.13 \
    timing.hold.worst.class "reg -> reg" \
    slew_headroom 0.538 \
    dpl_hpwl_mm 3.26 \
    yosys_warnings 31700 \
    ys_seq_elements 43 \
    cpMaxStageDelayCell "sky130_fd_sc_hd__nor2_1" \
    timing.setup.critical_path_class "reg -> out" \
    grt_pass1_wl_mm 7.83 \
    n_antenna_cell 0 \
    fin_total_pwr_uw 584 \
    critPathMaxFanout 15 \
    post_drt_wl_per_cell_um 13.6 \
    gr-usage-all-layers 0.166 \
    grt_remaining_overflow 0 \
    finalHoldWorstSlack_ns 0.527 \
    cap_viol_max_count 0 \
    finalWorstPathRequiredPeriod_ns 3.78 \
    setup-tns-final_ns 0 \
    yosysCellCount 234 \
    post-route-cell-area_mm2 0.00281 \
    syn-instance-count 234 \
    post_route_cells_drive_above_1_share 0.110 \
    vdd_ir_drop_max_uv 137 \
    synth-main-ff-cell "sky130_fd_sc_hd__dfrtp_1" \
    io_buffer_count 41 \
    timing.clock.skew_ns 0.00691 \
    post-place-cells 327 \
    fp-utilization 0.423 \
    dr.pass1.iters 4 \
    required_ns 7.52 \
    setup_viol_count_final 0 \
    post_cts.resized_instances 0 \
    rsz_0062_raised_after_global_routing "false" \
    clk_pin_slew_worst_paths_ns 0.08 \
    antenna_violating_nets_post_route 0 \
    report.final.hold_viol_count 0 \
    cts_tree "done" \
    slowest_delay_ns 0.50 \
    layoutNonFillerInstCount 335 \
    crit_path_cell_trace "nor2_1 -> and2_1 -> clkdlybuf4s50_1" \
    cts_root_buf "sky130_fd_sc_hd__clkbuf_8" \
]
[cell type report]
type,instances,share of cell area
Multi-Input combinational cell,163,0.381
Tap cell,72,0.0320
Timing Repair Buffer,43,0.151
Sequential cell,43,0.397
Clock buffer,6,0.0258
Clock inverter,2,0.00445
Inverter,6,0.00801
[cells in the final DEF, fill, tap and decap left out, types with 2 or more instances in the layout]
cell / count
sky130_fd_sc_hd__clkdlybuf4s50_1: 41
sky130_fd_sc_hd__nand3_1: 6
sky130_fd_sc_hd__buf_4: 2
sky130_fd_sc_hd__xor2_1: 8
sky130_fd_sc_hd__edfxtp_1: 8
sky130_fd_sc_hd__nor4_4: 2
sky130_fd_sc_hd__xnor2_1: 19
sky130_fd_sc_hd__nor4_1: 9
sky130_fd_sc_hd__nor3_1: 10
sky130_fd_sc_hd__or3_1: 4
sky130_fd_sc_hd__a21oi_1: 5
sky130_fd_sc_hd__conb_1: 4
sky130_fd_sc_hd__nand2_1: 9
sky130_fd_sc_hd__clkbuf_8: 5
sky130_fd_sc_hd__inv_1: 6
sky130_fd_sc_hd__or4_2: 2
sky130_fd_sc_hd__or4_1: 7
sky130_fd_sc_hd__nand4_1: 2
sky130_fd_sc_hd__or3_2: 2
sky130_fd_sc_hd__a41oi_1: 2
sky130_fd_sc_hd__nand3_2: 2
sky130_fd_sc_hd__nor2_1: 38
sky130_fd_sc_hd__and2_1: 14
sky130_fd_sc_hd__o21ai_0: 2
sky130_fd_sc_hd__dfrtp_1: 34
[synth_stat cells (2+ instances only)]
| cell type | n | area share |
|---|---|---|
| sky130_fd_sc_hd__nand4_1 | 2 | 0.0052 |
| sky130_fd_sc_hd__and2_1 | 14 | 0.037 |
| sky130_fd_sc_hd__buf_4 | 20 | 0.063 |
| sky130_fd_sc_hd__or3_2 | 2 | 0.0063 |
| sky130_fd_sc_hd__nand2_1 | 9 | 0.014 |
| sky130_fd_sc_hd__nor4_1 | 9 | 0.024 |
| sky130_fd_sc_hd__a41oi_1 | 2 | 0.0073 |
| sky130_fd_sc_hd__nor4_4 | 2 | 0.018 |
| sky130_fd_sc_hd__xnor2_1 | 19 | 0.070 |
| sky130_fd_sc_hd__or4_2 | 2 | 0.0073 |
| sky130_fd_sc_hd__nor3_1 | 10 | 0.021 |
| sky130_fd_sc_hd__a21oi_1 | 5 | 0.010 |
| sky130_fd_sc_hd__nor2_1 | 38 | 0.060 |
| sky130_fd_sc_hd__o21ai_0 | 2 | 0.0042 |
| sky130_fd_sc_hd__inv_1 | 6 | 0.0094 |
| sky130_fd_sc_hd__nand3_1 | 6 | 0.013 |
| sky130_fd_sc_hd__or4_1 | 7 | 0.022 |
| sky130_fd_sc_hd__or3_1 | 4 | 0.010 |
| sky130_fd_sc_hd__edfxtp_1 | 8 | 0.10 |
| sky130_fd_sc_hd__dfrtp_1 | 34 | 0.36 |
| sky130_fd_sc_hd__xor2_1 | 8 | 0.029 |
| sky130_fd_sc_hd__nand3_2 | 2 | 0.0084 |
| sky130_fd_sc_hd__clkbuf_1 | 3 | 0.0047 |
[path summary, 6_finish.rpt]
| kind | slack (ns) | to | cells after the start | start |
|---|---|---|---|---|
| worst max register to register | 6.36 | hresp | 7 | cnt_t_r[8] |
| worst min register to register | 0.53 | htrans_r[1] | 1 | htrans_r[1] |
| max in group asynchronous | 7.06 | hready | 2 | hresetn |
| worst max-delay path | 5.62 | hrdata[31] | 3 | haddr_r[9] |
| min in group asynchronous | 1.99 | cnt_t_r[2] | 2 | hresetn |
| worst min-delay path | 0.53 | htrans_r[1] | 1 | htrans_r[1] |
[per-layer routing]
layer  part of all wire  track usage  vias to the layer above  wire length (um)
li1                   -            -                      846                 -
met2               0.46        0.253                       45              2100
met5                  0            0                        -                 0
met4             0.0084       0.0182                        0                38
met1               0.48        0.269                      822              2200
met3              0.046       0.0257                        4               207
[flip-flops by register name, indices dropped and copies added (netlist names)]
name      count
cnt_t_r      32
haddr_r       8
hready        1
hresp         1
htrans_r      1
[report_power, final]
part	internal [mW]	switching, mW	total (mW)	leakage (nW)
Sequential	0.234	0.0727	0.307	0.515
Combinational	0.0765	0.0867	0.163	0.507
Clock	0.0519	0.0612	0.113	0.0412
[cells by family (layout without fill, tap and decap cells)]
group           after synthesis  after routing  synth area share
simple gates                116            116             0.284
buf+inv                      31             57            0.0875
other cells                   1              4           0.00157
flops                        43             43             0.468
fa+ha+maj                     1              1           0.00524
compound gates               14             14            0.0503
xor+xnor                     27             27            0.0991
mux                           1              1           0.00472
No activity file was given, so power comes from the tool's default toggle rates.
